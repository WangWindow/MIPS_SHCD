File: flow/run.sh
#!/bin/bash
# OpenROAD 26Q1-2900-gdf79404cd8, Yosys 0.63+post, stock flow scripts
make -C /OpenROAD-flow-scripts/flow DESIGN_CONFIG=/design/flow/config.mk WORK_HOME=/design/flow/orfs finish
File: flow/config.mk
export PLATFORM = sky130hd
export DESIGN_NAME = ID_EX_Regs
export DESIGN_NICKNAME = ID_EX_Regs
export VERILOG_FILES = /design/flow/design.v
export SDC_FILE = /design/flow/constraint.sdc
export NUM_CORES = 4
export LEC_CHECK = 1
export CORE_UTILIZATION = 40
File: flow/constraint.sdc
current_design ID_EX_Regs

set clk_period 1.0
set clk_io_pct 0.2

create_clock -name clk0 -period $clk_period [get_ports {clk}]

set non_clock_inputs [all_inputs -no_clocks]
set_input_delay [expr $clk_period * $clk_io_pct] -clock clk0 $non_clock_inputs
set_output_delay [expr $clk_period * $clk_io_pct] -clock clk0 [all_outputs]
File: flow/design.v
module General_Regs (
    input        reset_n,   
    input        re,        
    input        we,        
    input [ 4:0] waddr,     
    input [31:0] wdata,     
    input [ 4:0] raddr1,    
    input [ 4:0] raddr2,    
    output reg [31:0] rdata1,   
    output reg [31:0] rdata2    
);
    reg [31:0] Regs[0:31];   
    integer i;
    always @(*) begin
        if (!reset_n) begin
            for (i = 0; i < 32; i = i + 1) begin
                Regs[i] <= 32'h00000000;
            end
        end else begin
            if (re) begin
                rdata1 <= Regs[raddr1];
                rdata2 <= Regs[raddr2];
            end else if (we) begin
                if (waddr == 0) begin   
                    Regs[waddr] <= 32'h00000000;
                end else begin   
                    Regs[waddr] <= wdata;
                end
            end
        end
    end
endmodule
module IF_ID_Regs (
    input wire clk,
    input wire reset_n,
    input wire en,
    input wire we,
    input wire [31:0] IR,
    input wire [31:0] PC,
    output reg [31:0] IF_ID_IR,
    output reg [31:0] IF_ID_PC
);
    always @(posedge clk or negedge reset_n) begin
        if (!reset_n) begin
            IF_ID_IR <= 32'b0;
            IF_ID_PC <= 32'b0;
        end else if (en) begin
            IF_ID_IR <= IR;
            IF_ID_PC <= PC;
        end
    end
endmodule
module ID_EX_Regs (
    input wire clk,
    input wire reset_n,
    input wire en,
    input wire ControlFlush,
    input wire [4:0] ALU_Control,
    input wire ALUSrc_B,
    input wire RegDst,
    input wire MemWrite,
    input wire MemRead,
    input wire Branch,
    input wire Jump,
    input wire MemtoReg,
    input wire RegWrite,
    input wire [31:0] id_PC,
    input wire [31:0] rdata1,
    input wire [31:0] rdata2,
    input wire [31:0] immediate,
    input wire [4:0] rs_addr,
    input wire [4:0] rt_addr,
    input wire [4:0] rd_addr,
    output reg [4:0] ID_EX_ALU_Control,
    output reg ID_EX_ALUSrc_B,
    output reg ID_EX_RegDst,
    output reg ID_EX_MemWrite,
    output reg ID_EX_MemRead,
    output reg ID_EX_Branch,
    output reg ID_EX_Jump,
    output reg ID_EX_MemtoReg,
    output reg ID_EX_RegWrite,
    output reg [31:0] ID_EX_PC,
    output reg [31:0] ID_EX_DATA1,
    output reg [31:0] ID_EX_DATA2,
    output reg [31:0] ID_EX_IM,
    output reg [4:0] ID_EX_RS_ADDR,
    output reg [4:0] ID_EX_RT_ADDR,
    output reg [4:0] ID_EX_RD_ADDR
);
    always @(posedge clk or negedge reset_n) begin
        if (!reset_n) begin
            ID_EX_ALU_Control <= 5'b0;
            ID_EX_ALUSrc_B <= 1'b0;
            ID_EX_RegDst <= 1'b0;
            ID_EX_MemWrite <= 1'b0;
            ID_EX_MemRead <= 1'b0;
            ID_EX_Branch <= 1'b0;
            ID_EX_Jump <= 1'b0;
            ID_EX_MemtoReg <= 1'b0;
            ID_EX_RegWrite <= 1'b0;
            ID_EX_PC <= 32'b0;
            ID_EX_DATA1 <= 32'b0;
            ID_EX_DATA2 <= 32'b0;
            ID_EX_IM <= 32'b0;
            ID_EX_RS_ADDR <= 5'b0;
            ID_EX_RT_ADDR <= 5'b0;
            ID_EX_RD_ADDR <= 5'b0;
        end else if (en) begin
            if (ControlFlush) begin
                ID_EX_ALU_Control <= 5'b0;
                ID_EX_ALUSrc_B <= 1'b0;
                ID_EX_RegDst <= 1'b0;
                ID_EX_MemWrite <= 1'b0;
                ID_EX_MemRead <= 1'b0;
                ID_EX_Branch <= 1'b0;
                ID_EX_Jump <= 1'b0;
                ID_EX_MemtoReg <= 1'b0;
                ID_EX_RegWrite <= 1'b0;
            end else begin
                ID_EX_ALU_Control <= ALU_Control;
                ID_EX_ALUSrc_B <= ALUSrc_B;
                ID_EX_RegDst <= RegDst;
                ID_EX_MemWrite <= MemWrite;
                ID_EX_MemRead <= MemRead;
                ID_EX_Branch <= Branch;
                ID_EX_Jump <= Jump;
                ID_EX_MemtoReg <= MemtoReg;
                ID_EX_RegWrite <= RegWrite;
            end
            ID_EX_PC <= id_PC;
            ID_EX_DATA1 <= rdata1;
            ID_EX_DATA2 <= rdata2;
            ID_EX_IM <= immediate;
            ID_EX_RS_ADDR <= rs_addr;
            ID_EX_RT_ADDR <= rt_addr;
            ID_EX_RD_ADDR <= rd_addr;
        end
    end
endmodule
module EX_MEM_Regs (
    input wire clk,
    input wire reset_n,
    input wire en,
    input wire MemWrite,
    input wire MemRead,
    input wire Branch,
    input wire Jump,
    input wire MemtoReg,
    input wire RegWrite,
    input wire [31:0] Branch_addr,
    input wire [31:0] ALU_Result,
    input wire [2:0] ALU_Sign,
    input wire [31:0] DATA2,
    input wire [4:0] Regs_waddr_select,
    output reg EX_MEM_MemWrite,
    output reg EX_MEM_MemRead,
    output reg EX_MEM_Branch,
    output reg EX_MEM_Jump,
    output reg EX_MEM_MemtoReg,
    output reg EX_MEM_RegWrite,
    output reg [31:0] EX_MEM_PC,
    output reg [31:0] EX_MEM_ALU_RESULT,
    output reg [2:0] EX_MEM_ALU_SIGN,
    output reg [31:0] EX_MEM_MEM_ADDR,
    output reg [31:0] EX_MEM_MEM_WDATA,
    output reg [4:0] EX_MEM_REG_WADDR
);
    always @(posedge clk or negedge reset_n) begin
        if (!reset_n) begin
            EX_MEM_MemWrite <= 1'b0;
            EX_MEM_MemRead <= 1'b0;
            EX_MEM_Branch <= 1'b0;
            EX_MEM_Jump <= 1'b0;
            EX_MEM_MemtoReg <= 1'b0;
            EX_MEM_RegWrite <= 1'b0;
            EX_MEM_PC <= 32'b0;
            EX_MEM_ALU_RESULT <= 32'b0;
            EX_MEM_ALU_SIGN <= 3'b0;
            EX_MEM_MEM_ADDR <= 32'b0;
            EX_MEM_MEM_WDATA <= 32'b0;
            EX_MEM_REG_WADDR <= 5'b0;
        end else if (en) begin
            EX_MEM_MemWrite <= MemWrite;
            EX_MEM_MemRead <= MemRead;
            EX_MEM_Branch <= Branch;
            EX_MEM_Jump <= Jump;
            EX_MEM_MemtoReg <= MemtoReg;
            EX_MEM_RegWrite <= RegWrite;
            EX_MEM_PC <= Branch_addr;
            EX_MEM_ALU_RESULT <= ALU_Result;
            EX_MEM_ALU_SIGN <= ALU_Sign;
            EX_MEM_MEM_ADDR <= ALU_Result;
            EX_MEM_MEM_WDATA <= DATA2;
            EX_MEM_REG_WADDR <= Regs_waddr_select;
        end
    end
endmodule
module MEM_WB_Regs (
    input wire clk,
    input wire reset_n,
    input wire en,
    input wire MemtoReg,
    input wire RegWrite,
    input wire [31:0] DataMemory_rdata,
    input wire [31:0] EX_MEM_MEM_ADDR,
    input wire [4:0] EX_MEM_REG_WADDR,
    output reg MEM_WB_MemtoReg,
    output reg MEM_WB_RegWrite,
    output reg [31:0] MEM_WB_MEM_RDATA,
    output reg [31:0] MEM_WB_ALU_RESULT,
    output reg [4:0] MEM_WB_REG_WADDR
);
    always @(posedge clk or negedge reset_n) begin
        if (!reset_n) begin
            MEM_WB_MemtoReg   <= 1'b0;
            MEM_WB_RegWrite   <= 1'b0;
            MEM_WB_MEM_RDATA  <= 32'b0;
            MEM_WB_ALU_RESULT <= 32'b0;
            MEM_WB_REG_WADDR  <= 5'b0;
        end else if (en) begin
            MEM_WB_MemtoReg   <= MemtoReg;
            MEM_WB_RegWrite   <= RegWrite;
            MEM_WB_MEM_RDATA  <= DataMemory_rdata;
            MEM_WB_ALU_RESULT <= EX_MEM_MEM_ADDR;
            MEM_WB_REG_WADDR  <= EX_MEM_REG_WADDR;
        end
    end
endmodule
==> results_dict.tcl <==
# implementation run metrics
set metrics [dict create \
    outcome "finished with violations" \
    violations "negative setup slack" \
    cp_data_required_time_ps 800 \
    fmax_ghz 0.887 \
    edf_count 0 \
    cts_sinks 156 \
    wl_per_cell_microns 17.2 \
    startpoint_type "register" \
    first_global_vias 4707 \
    ir_drop_uv 1220 \
    hp-class "primary input to register" \
    synth_cell_types 10 \
    cts_buffers 17 \
    dr.first_iter.drc_count 135 \
    final_util_pct 68.4 \
    yosys.stat.chipArea_sq_um 6210 \
    path_cells "buf_2" \
    period_minus_slack_ps 1130 \
    wl_met3_mm 1.95 \
    ctsLongestPathBuffers 2 \
    die_h_microns 127 \
    grt_first_pass_wirelength_mm 26.5 \
    place_hpwl_mm 12.5 \
    drive_gt1_share_pct 56.2 \
    reg2reg_from "ID_EX_IM[17]" \
    aoi_share_pct 1.05 \
    warning_count 29 \
    drcViolationCount 0 \
    yosys-mux-area-fraction_pct 31.0 \
    ff_type "dfrtp_1" \
    cts.clk_slew.worst_paths_ps 60 \
    coreArea_sq_um 15200 \
    synth-seq-cells 156 \
    rsz0062_at_grt "yes" \
    whs_path_depth 2 \
    p_leak_nw 5.07 \
    ant_nets 0 \
    ys_sh_adder_pct 0 \
    p_total_mw 16.7 \
    hold_viol_final 0 \
    antenna_found_initial 0 \
    wl_met2_mm 7.75 \
    cp_max_fo 2 \
    xor_share_pct 0 \
    ys_sh_simple_pct 1.57 \
    clock_latency_ps 410 \
    logic_family "multiplexers" \
    worstMarginPinSlew_ps 197 \
    grt_start_max_net_pins 29 \
    rows 45 \
    hp-start "en" \
    arrival_ps 930 \
    dieArea_sq_um 16000 \
    grt_usage_pct 22.7 \
    hold_slack_ps 192 \
    yosys_cells 358 \
    first_pass_iters 4 \
    r2r-end "ID_EX_IM[17]" \
    routed-via-count 4505 \
    slew_violations 0 \
    io_buffers 315 \
    slew_headroom_pct 86.8 \
    area_leaders "dfrtp_1, mux2_4, mux2_2, buf_6, nand3b_1" \
    fin_skew_ps 0 \
    fp_util_pct 40.8 \
    r2r_cells 3 \
    m1WireLength_mm 7.24 \
    path_class "register to output port" \
    top_layer_used "met4" \
    boundaryPins 316 \
    critPathSlowestCell "dfrtp_1" \
    synth_area_leader_cell "dfrtp_1" \
    finalClockPeriodUsage_pct 113 \
    synth_cells 358 \
    top_cell_area_share_pct 62.9 \
    ys_async_sr_fraction_pct 100 \
    diodes 0 \
    htreeDepth 4 \
    critPathTopFamily "flip-flops" \
    yosysSeqAreaShare_pct 62.9 \
    cts_tree "built" \
    dpl_worst_slack_ps -147 \
    tns_ps -15250 \
    syn_to_final_growth_pct 67.3 \
    final.setup.worst_slack_ps -127 \
    routed_via_density 4.51 \
    maxCapViolCount 0 \
    die_w_microns 127 \
    yosys_warnings 1 \
    grt.overflow.total 0 \
    critPathBufInv 1 \
    top_cells_by_count "dfrtp_1, mux2_4, mux2_2" \
    cp_slowest_stage_delay_ps 400 \
    syn-mean-instance-area_sq_um 17.3 \
    gp_congestion 0.827 \
    synthMostInstantiatedCell "dfrtp_1" \
    syn_area_sq_um 6210 \
    fillers 1128 \
    power_density_nw_per_um2 1610 \
    wirelength_mm 17.1 \
    whs_endpoint "ID_EX_DATA2[16]" \
    cts-root-buf "clkbuf_16" \
    endpoint_kind "output port" \
    reg2reg_slack_ps 0 \
    setup_viol 156 \
]
==> report_power, final <==
part	total, mW	internal [mW]	switching (mW)	leakage [nW]
Clock	6.36	4.05	2.31	0.295
Combinational	3.15	2.29	0.856	2.93
Sequential	7.24	6.94	0.300	1.84
Total	16.7	13.3	3.47	5.07
==> layer usage <==
metal  GRT usage [%]  vias to the layer above
li1                -                     2125
met1            32.9                     2165
met2            34.4                      206
met3            9.67                        9
met4            2.48                        0
met5               0                        -
==> repair_timing <==
| item | CTS | global route |
|---|---|---|
| buffers inserted | 61 | 19 |
| endpoints found under the hold margin | 143 | 0 |
| resized | 511 | 10 |
| hold buffers | 2 | 0 |
| endpoints found under the setup margin | 156 | 167 |
==> through the flow <==
stage	instance area (sq um)	std cells
after CTS	10200	984
final	10400	998
after global routing	10400	998
after global placement	9940	890
after floorplan	6260	358
after detailed placement	9940	890
==> layout by cell type, fill, tap and decap left out <==
cell type and count:
bufinv_16 2, o21ai_0 13, dlygate4sd3_1 1, dfrtp_1 156, mux2_4 84, mux2_2 59, nand3b_1 13, clkbuf_16 17
buf_6 12, buf_12 12, clkbuf_1 2, clkdlybuf4s50_1 157, clkinv_2 3, clkinvlp_4 1, buf_2 156, clkbuf_8 7
buf_4 102, inv_1 13
==> worst max path at each step <==
stage,from,to,depth (start not counted)
after CTS,ID_EX_DATA1[26],ID_EX_DATA1[26],1
after global routing,ID_EX_DATA1[26],ID_EX_DATA1[26],1
final,ID_EX_PC[0],ID_EX_PC[0],1
==> flip-flops by register name, indices dropped and copies added (netlist names), 5 cells and up <==
signal and cells:
ID_EX_RS_ADDR 5, ID_EX_ALU_Control 5, ID_EX_RD_ADDR 5, ID_EX_IM 32
ID_EX_PC 32, ID_EX_RT_ADDR 5, ID_EX_DATA1 32, ID_EX_DATA2 32
==> final cells by class <==
| type | instances | area, sq um | share of cell area [%] |
|---|---|---|---|
| multi-input cells | 169 | 2090 | 20.1 |
| well taps | 188 | 235 | 2.26 |
| repair buffers | 441 | 3520 | 33.8 |
| clock inverters | 6 | 82.6 | 0.795 |
| flip-flops and latches | 156 | 3900 | 37.6 |
| clock buffers | 25 | 515 | 4.96 |
| inverters | 13 | 48.8 | 0.470 |
==> kinds of logic (layout without fill, tap and decap cells) <==
logic type,Yosys count,after routing
buffers and inverters,33,485
multiplexers,143,143
AND-OR/OR-AND,13,13
AND/OR/NAND/NOR,13,13
flip-flops,156,156
Power is estimated from default activity; no workload was simulated.
